[/design/flow/run.sh]
#!/bin/bash
# OpenROAD 26Q1-2900-gdf79404cd8, Yosys 0.63+post, stock flow scripts
make -C /OpenROAD-flow-scripts/flow DESIGN_CONFIG=/design/flow/config.mk WORK_HOME=/design/flow/orfs finish
[/design/flow/config.mk]
export PLATFORM = sky130hd
export DESIGN_NAME = sync_fifo
export DESIGN_NICKNAME = sync_fifo
export VERILOG_FILES = /design/flow/design.v
export SDC_FILE = /design/flow/constraint.sdc
export NUM_CORES = 4
export LEC_CHECK = 1
export CORE_UTILIZATION = 50
[/design/flow/constraint.sdc]
current_design sync_fifo

set clk_period 7.7
set clk_io_pct 0.2

create_clock -name clk0 -period $clk_period [get_ports {clk}]

set non_clock_inputs [all_inputs -no_clocks]
set_input_delay [expr $clk_period * $clk_io_pct] -clock clk0 $non_clock_inputs
set_output_delay [expr $clk_period * $clk_io_pct] -clock clk0 [all_outputs]
[/design/flow/design.v]
`timescale 1ns / 1ps
module skid_buffer #
(
    parameter DATA_WIDTH = 32
)
(
    input  wire                   clk,
    input  wire                   rst,
    input  wire                   s_valid,
    output wire                   s_ready,
    input  wire [DATA_WIDTH-1:0]  s_data,
    output wire                   m_valid,
    input  wire                   m_ready,
    output wire [DATA_WIDTH-1:0]  m_data
);
   localparam PIPE  = 1'b0 ;  
   localparam SKID  = 1'b1 ;  
   reg                		state_reg                                     ;         
   reg [DATA_WIDTH-1 : 0] 	m_data_reg, m_data_temp_reg                 ;         
   reg                		m_valid_reg, m_valid_temp_reg, s_ready_reg    ;         
   wire                	   ready                                        ;         
   assign ready   = m_ready || ~m_valid ;
   assign s_ready = s_ready_reg         ;
   assign m_data  = m_data_reg          ;
   assign m_valid = m_valid_reg         ;
   always @(posedge clk) begin
      if (rst) begin
         state_reg           	 <= PIPE ;
         m_data_reg            <= 'd0  ;     
         m_data_temp_reg       <= 'd0  ;
         m_valid_reg           <= 1'b0 ;
         m_valid_temp_reg 		 <= 1'b0 ;
         s_ready_reg           <= 1'b0 ;
      end
      else begin
         case (state_reg)   
            PIPE : begin
               if (ready) begin
                  m_data_reg           <= s_data  	;  
                  m_valid_reg          <= s_valid 	;
                  s_ready_reg          <= 1'b1    	;
               state_reg			      <= PIPE		;
               end
               else begin
                  m_data_temp_reg      <= s_data  	;
                  m_valid_temp_reg 	   <= s_valid 	;
                  s_ready_reg          <= 1'b0    	;
                  state_reg           	<= SKID    	;
               end
            end
            SKID : begin
               if (ready) begin
                  m_data_reg  			<= m_data_temp_reg  ;
                  m_valid_reg 			<= m_valid_temp_reg ;               
                  s_ready_reg 			<= 1'b1             ;
                  state_reg 			   <= PIPE             ;               
               end
            end
         endcase
      end
   end
endmodule
`timescale 1ns / 1ps
module sync_fifo 
# (
	parameter	FIFO_IN_REG		= 1,
	parameter	FIFO_OUT_REG	= 0,
	parameter   FIFO_CMD_LENGTH = 32,
	parameter   FIFO_DEPTH      = 4,
	parameter   FIFO_LOG2_DEPTH = 2
)
(
	input           				clk,
	input           				reset,
	input           				s_valid,
	output         				 	s_ready,
	input   [FIFO_CMD_LENGTH-1:0] 	s_data,
	output          				m_valid,
	input           				m_ready,
	output  [FIFO_CMD_LENGTH-1:0] 	m_data
);
	wire 							w_s_valid;
	wire							w_s_ready;
	wire 	[FIFO_CMD_LENGTH-1:0] 	w_s_data;
	wire 							w_m_valid;
	wire							w_m_ready;
	wire 	[FIFO_CMD_LENGTH-1:0] 	w_m_data;
	wire o_empty;
	wire o_full;
	wire i_hs = w_s_valid & w_s_ready;
	wire o_hs = w_m_valid & w_m_ready;
	reg     [FIFO_LOG2_DEPTH-1:0] 	wptr, wptr_nxt;
	reg             				wptr_round, wptr_round_nxt;
	reg     [FIFO_LOG2_DEPTH-1:0] 	rptr, rptr_nxt;
	reg             				rptr_round, rptr_round_nxt;
	reg     [FIFO_CMD_LENGTH-1:0] 	cmd_fifo[FIFO_DEPTH-1:0];
	integer i;
	always @(posedge clk ) begin
		if (reset) begin
			wptr <= 0;
			wptr_round <= 0;
			for (i=0; i<FIFO_DEPTH; i=i+1)
				cmd_fifo[i] <= {(FIFO_CMD_LENGTH){1'b0}};
		end else if (i_hs) begin
			cmd_fifo[wptr] <= w_s_data;
			{wptr_round,wptr}<= {wptr_round_nxt,wptr_nxt};
		end
	end
	always @(*) begin
		if (wptr == (FIFO_DEPTH-1)) begin
			wptr_nxt = 0;
			wptr_round_nxt = ~wptr_round;
		end else begin
			wptr_nxt = wptr + 'd1;
			wptr_round_nxt = wptr_round;
		end
	end
	always @(posedge clk) begin
		if (reset) begin
			rptr <= 0;
			rptr_round <= 0;
		end else if (o_hs) begin
			{rptr_round,rptr} <= {rptr_round_nxt,rptr_nxt};
		end
	end
	assign w_m_data = cmd_fifo[rptr];
	always @(*) begin
		if (rptr == (FIFO_DEPTH-1)) begin
			rptr_nxt = 0;
			rptr_round_nxt = ~rptr_round;
		end else begin
			rptr_nxt = rptr + 'd1;
			rptr_round_nxt = rptr_round;
		end
	end
	assign o_empty  = (wptr_round==rptr_round) && (wptr==rptr);  
	assign o_full = (wptr_round!=rptr_round) && (wptr==rptr);
	assign w_s_ready = ~o_full;
	assign w_m_valid = ~o_empty;
	generate
		if(FIFO_IN_REG) begin
			skid_buffer #(
			.DATA_WIDTH(FIFO_CMD_LENGTH)
			) u_skid_buffer_in (
			.clk				(clk),
			.rst				(reset),
			.s_valid			(s_valid     	),
			.s_ready			(s_ready      	),
			.s_data				(s_data 		),
			.m_valid			(w_s_valid     	),
			.m_ready			(w_s_ready      ),
			.m_data				(w_s_data 		));
		end else begin
			assign w_s_valid 	= s_valid;
			assign s_ready 		= w_s_ready;
			assign w_s_data 	= s_data;
		end
	endgenerate
	generate
		if(FIFO_OUT_REG) begin
			skid_buffer #(
			.DATA_WIDTH(FIFO_CMD_LENGTH)
			) u_skid_buffer_out (
			.clk				(clk),
			.rst				(reset),
			.s_valid			(w_m_valid     	),
			.s_ready			(w_m_ready      ),
			.s_data				(w_m_data 		),
			.m_valid			(m_valid     	),
			.m_ready			(m_ready      	),
			.m_data				(m_data 		));
		end else begin
			assign m_valid 		= w_m_valid;
			assign w_m_ready 	= m_ready;
			assign m_data		= w_m_data;
		end
	endgenerate
endmodule
==> results.py <==
# Synthesis and PnR figures
metrics = {
    "status": {
        "status": "finished, violations left",
        "failed_checks": "DRC",
    },
    "sta": {
        "clock-skew-final_ps": 10.8,
        "clock.fmax_mhz": 251,
        "min_period_ps": 3980,
        "fin_hold_ws_ps": 452,
        "finalClockPeriodUsage_pct": 51.6,
        "rsz0062_at_grt": "no",
        "setup_tns_ps": 0,
        "finalMaxSlewViolations": 0,
        "final_hold_viol_count": 0,
        "relSlewSlack_pct": 31.9,
        "tightestPinTransition_ps": 1010,
        "finalSetupViolCount": 0,
    },
    "global_routing": {
        "grt_usage_pct": 22.5,
        "antenna_found_initial": 0,
        "grt_pass1_wl_um": 30900,
        "grt-ovfl-total": 0,
        "grt_pass1_vias": 5815,
        "grt_max_degree": 70,
    },
    "logic_synthesis": {
        "synth.avg_cell_area_um2": 12.9,
        "top_area_cell": "edfxtp_1",
        "syn_inst": 719,
        "ys_types": 44,
        "yosys_warnings": 2,
        "async_reset_ff_share_pct": 0,
        "postSynthSeqShare_pct": 57.8,
        "synthesis.area_um2": 9280,
        "edf_count": 128,
        "top_cells_by_count": "and2_1 (128), edfxtp_1 (128), dfxtp_1 (76), nand2_1 (71), inv_1 (35)",
        "numSynthFlops": 204,
        "ys_area_um2": 9280,
        "area_leaders": "edfxtp_1 (41%), dfxtp_1 (16%), and2_1 (8.6%)",
        "yosysTopAreaCellShare_pct": 41.4,
        "ys_cells": 719,
        "yosys_most_used_dff": "edfxtp_1",
    },
    "worst_setup_path": {
        "r2r_slack_ps": 5060,
        "crit_required_ps": 6160,
        "arrival_ps": 2440,
        "crit_path_end_kind": "output pin",
        "rr_startpoint": "wptr[1]",
        "worstSetupEndpoint": "m_data[19]",
        "r2r_cells": 4,
        "worstReg2RegEnd": "cmd_fifo[1][24]",
        "crit_type": "reg2out",
        "start_kind": "register",
        "crit_path_max_fanout": 32,
    },
    "final_layout": {
        "final_util_pct": 59.8,
        "drive_above_1_share_pct": 15.9,
        "fin_cells": 1018,
        "fillers": 1383,
        "postLayoutCellArea_um2": 10800,
        "syn_to_final_growth_pct": 16.5,
        "largest_reg_flops": 128,
    },
    "floorplan": {
        "rows": 49,
        "coreArea_um2": 18100,
        "die_x_um": 138,
        "io_pins": 70,
        "initCoreUtil_pct": 51.3,
        "dieArea_um2": 19100,
        "die_h_um": 138,
    },
    "pwr": {
        "switching_share_pct": 22.3,
        "ir_worst_vdd_mv": 0.153,
        "p_seq_share_pct": 51.4,
        "p_sw_uw": 536,
        "p_comb_share_pct": 9.0,
        "clock_power_share_pct": 39.7,
        "p_leak_uw": 0.00378,
        "power_per_cell_area_nw_per_um2": 222,
        "internal-power_uw": 1860,
    },
    "clock_tree": {
        "clk_latency_ps": 500,
        "post_cts_buffers": 0,
        "path_clk_slew_ps": 50,
        "cts-htree-levels": 1,
        "hold_buffers": 0,
        "cts_tree": "yes",
        "cts.sinks": 204,
        "ctsRootBufferMaster": "clkbuf_16",
        "clk_path_buf_depth": 3,
        "numCtsBuffers": 23,
        "cts_resized": 0,
    },
    "drt": {
        "dr.pass1.iters": 46,
        "drc": 18,
        "ant_nets": 0,
        "drt-vias-per-instance": 5.56,
        "first_iter_violations": 305,
        "vias": 5656,
        "wl_per_cell_um": 18.5,
        "routed_wl_um": 18900,
    },
    "place": {
        "dp_hpwl_um": 10900,
        "io_buffers": 69,
        "gp_congestion": 0.824,
        "post_dp_cell_area_um2": 10200,
        "place_inst": 976,
    },
    "job": {
        "max-cap-violations": 0,
        "tool_warnings": 25,
    },
    "worst_hold_path": {
        "hp-class": "reg2reg",
        "worstHoldPathCells": 2,
    },
}
[placed cells by master, fill, tap and decap left out, types with 7 or more instances in the layout]
cell | netlist | routed
mux2_2 | 33 | 33
a41oi_1 | 33 | 33
clkbuf_16 | 0 | 23
mux2i_1 | 33 | 33
and2_1 | 128 | 128
clkdlybuf4s50_1 | 0 | 69
mux4_2 | 32 | 32
buf_4 | 3 | 19
inv_1 | 35 | 35
clkbuf_1 | 28 | 7
edfxtp_1 | 128 | 128
nand2_1 | 71 | 71
a211oi_1 | 33 | 33
clkinv_1 | 0 | 9
dfxtp_1 | 76 | 75
[critical path: stages (launching register included)]
cell             delay, ps
dfxtp_2                310
buf_4                  530
mux4_2                 650
clkdlybuf4s50_1        440
[power by group through the flow]
stage / combinational [µW] / sequential, µW / clock (µW)
CTS: 219 / 1230 / 974
global route: 238 / 1240 / 1020
finish: 216 / 1230 / 952
[layer usage]
metal	global-route usage [%]	part of all wire, %
met1	36.1	46
met2	31.3	43
met3	9.92	9.8
met4	3.78	2.0
met5	0.251	0
[cell families after synthesis]
family / Yosys count / synth area share [%]
flip-flops: 204 / 57.8
adder cells (fa/ha/maj): 2 / 0.270
buffers and inverters: 96 / 4.76
AND-OR/OR-AND: 90 / 7.70
AND/OR/NAND/NOR: 223 / 13.4
multiplexers: 98 / 15.3
XOR/XNOR: 6 / 0.728
[final cells by class]
class                           instances  area, µm²  area share (%)
Sequential cell                       204       5370            49.7
Multi-Input combinational cell        419       3530            32.7
Antenna cell                            1       2.50          0.0232
Tap cell                              229        287            2.65
Timing Repair Buffer                   88        833            7.71
Clock buffer                           30        602            5.57
Clock inverter                         11       47.5           0.440
Inverter                               36        135            1.25
[worst min path at each step]
stage / endpoint / from
4_1_cts: genblk1.u_skid_buffer_in.s_ready_reg / genblk1.u_skid_buffer_in.s_ready_reg
5_1_grt: genblk1.u_skid_buffer_in.m_data_temp_reg[18] / genblk1.u_skid_buffer_in.m_data_temp_reg[18]
6_report: genblk1.u_skid_buffer_in.m_data_temp_reg[10] / genblk1.u_skid_buffer_in.m_data_temp_reg[10]
[stage by stage]
step / power, µW / setup slack, ps
3_3_place_gp: 1470 / 4110
2_1_floorplan: 1370 / 2710
4_1_cts: 2430 / 3650
5_1_grt: 2490 / 3550
3_5_place_dp: 1470 / 4060
6_report: 2400 / 3720
No activity file was given, so power comes from the tool's default toggle rates.
