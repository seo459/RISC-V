### ./config.mk
export PLATFORM = sky130hd
export DESIGN_NAME = PE
export DESIGN_NICKNAME = PE
export VERILOG_FILES = /design/flow/design.v
export SDC_FILE = /design/flow/constraint.sdc
export NUM_CORES = 4
export LEC_CHECK = 1
export CORE_UTILIZATION = 30
### ./constraint.sdc
current_design PE

set clk_period 14.8
set clk_io_pct 0.2

create_clock -name clk0 -period $clk_period [get_ports {clk}]

set non_clock_inputs [all_inputs -no_clocks]
set_input_delay [expr $clk_period * $clk_io_pct] -clock clk0 $non_clock_inputs
set_output_delay [expr $clk_period * $clk_io_pct] -clock clk0 [all_outputs]
### ./design.v
module PE #(
    parameter DATA_WIDTH = 32
) (
    input clk,
    input reset,
    input wire [DATA_WIDTH-1 :0] weight_north,  
    input wire [DATA_WIDTH-1 :0] activation_west,
    output wire [DATA_WIDTH-1 :0] weight_south,  
    output wire [DATA_WIDTH-1 :0] activation_east,
    output wire [DATA_WIDTH-1 :0] result
);
    reg [DATA_WIDTH-1 :0] r_result;
    reg [DATA_WIDTH-1 :0] r_next_result;
    reg [DATA_WIDTH-1 :0] r_weight;
    reg [DATA_WIDTH-1 :0] r_activation;
    assign result          = r_result;
    assign weight_south    = r_weight;
    assign activation_east = r_activation; 
    always @(*) begin
        r_next_result <= r_result + (weight_north * activation_west);
    end
    always @(posedge clk or posedge reset) begin
       if(reset) begin
            r_result     <= 0;
            r_weight     <= 0;
            r_activation <= 0;
       end
       else begin
            r_result     <= r_next_result;
            r_weight     <= weight_north;
            r_activation <= activation_west;
       end
    end
endmodule
### ./run.sh
#!/bin/bash
# OpenROAD 26Q1-2900-gdf79404cd8, Yosys 0.63+post, stock flow scripts
make -C /OpenROAD-flow-scripts/flow DESIGN_CONFIG=/design/flow/config.mk WORK_HOME=/design/flow/orfs finish
==> impl_metrics.ini <==
; flow metrics
[status]
status = finished clean

[synthesis]
yosys_warnings = 1
largest_area_cell = fa_1
ys_types = 40
ys_area_um2 = 19200
ys_cells = 1958
synth-seq-area-share_pct = 12.51
yosysTopAreaCellShare_pct = 45.66
synth_flops = 96
syn-mean-instance-area_um2 = 9.808
syn_inst = 1958
syn_area_um2 = 19200
topCellsByArea = fa_1, dfrtp_1, and2_1, inv_1, ha_1

[cells_and_area]
drive_above_1_share_pct = 2.871
layoutNonFillerInstCount = 2936
logic_area_um2 = 14660
syn_to_final_growth_pct = 15.27
final_core_util_pct = 35.03
seq_area_um2 = 2402
fillers = 6264
fin_area_um2 = 22140

[routing]
route.detailed.drc = 0
ant_nets = 0
first_pass_iters = 5
routed_via_density = 4.398
drt_iter0_drc = 479
antenna_cells = 0
totalWireLength_um = 52510
routedWlPerCell_um = 17.89
vias = 12910

[critical_path]
critical_path_class = in -> reg
cpMaxStageDelayCell = clkdlybuf4s50_1
worstPathMaxFanout = 16
cp.arrival_ns = 10.45
critPathLaunchType = input port
crit_family = adder cells
end_kind = flop
path_common_cell = fa_1
critPathMaxStageDelay_ns = 0.86
critPathBufInv = 7
path_cells = clkdlybuf4s50_1 -> and2_1 -> fa_1 -> fa_1 -> fa_1 -> inv_1 -> fa_1 -> inv_1 -> fa_1 -> inv_1 -> fa_1 -> inv_1 -> fa_1 -> inv_1 -> fa_1 -> inv_1 -> ha_1 -> nand3_1 -> or4_1 -> o22ai_1 -> a21oi_2 -> or2_4 -> o311ai_2
cp.required_ns = 15.10

[final_timing]
slew_headroom_pct = 42.77
period_used_pct = 68.59
finalCriticalPeriod_ns = 10.15
fmax_mhz = 98.51
slew_viol_final = 0
tightestPinTransition_ns = 0.8557
rsz0062_at_grt = no
setup_viol = 0
setup-tns-final_ns = 0
hold_viol = 0
skew_ns = 0.01400

[clocking]
clkTransAtPathRegs_ns = 0.08
h-tree-depth = 3
numCtsBuffers = 9
cts_tree = yes
cts-root-buf = clkbuf_16
post_cts_buffers = 0
clock_latency_ns = 0.40
clock-sinks = 96
clockBufferDepth = 2
cts_resized = 0
ctsHoldBuffers = 0

[grt]
antenna_found_initial = 2
track_usage_pct = 18.27
grt_overflow = 0
grt_pass1_wl_um = 83840
grt_pass1_vias = 14540
grt_max_degree = 39

[placement]
port_buffers = 161
numPlacedInstances = 2920
placed_area_um2 = 21850
dp_hpwl_um = 41620
gp_congestion = 0.9375

[die]
dieArea_um2 = 65030
fp.coreArea_um2 = 63200
rows = 92
fp_util_pct = 30.39
die_w_um = 255.0
die_h_um = 255.0
ios = 162

[worst_hold_path]
hold_class = reg -> reg

[run]
warnings = 25
drv_cap = 0
[metrics by stage]
step                setup slack (ns)  hold slack, ns
detailed placement             4.262          0.4993
CTS                            4.678          0.5231
finish                         4.648          0.5247
global route                   4.366          0.5512
floorplan                      5.212          0.4557
global placement               4.337          0.4986
[cells in the final DEF (no fill, tap or decap), types with 20 or more instances in the layout]
master and count:
xor2_1 20, dfrtp_1 96, xnor2_1 67, buf_4 37, fa_1 438, nand2_1 175
a21oi_1 22, ha_1 124, and2_1 365, inv_1 488, clkdlybuf4s50_1 161
[cells by family (layout without fill, tap and decap cells)]
family	count (synthesis)	after routing	synth area share, %
DFF	96	96	12.51
AOI/OAI and AO/OA	77	77	2.632
and+or+nand+nor	565	565	15.99
adders and majority gates	562	562	53.74
buffers and inverters	571	703	11.16
xor gates and xnor gates	87	87	3.968
[routing by layer]
layer	vias up	part of all wire, %	track usage, %
met5	-	0.20	1.053
met4	4	2.3	3.199
met3	58	13	10.26
met2	563	43	26.17
met1	6460	41	25.09
li1	5827	-	-
[cells in the mapped netlist]
library cell	n
a211o_1	1
o21ai_1	2
or2_2	1
nor3_1	3
nand2_1	175
o311ai_2	1
inv_1	489
a21oi_2	2
nand3b_1	1
a21oi_1	22
o31ai_1	1
o21ai_0	13
or2_4	1
o21bai_1	4
nor2b_1	1
o31a_1	2
or4_1	1
o311ai_0	1
and3_1	1
and2_1	365
ha_1	124
nand4_1	1
fa_1	438
nand3_1	3
a31oi_1	2
or3_1	1
a31o_2	1
nor3b_1	1
nor2_1	10
clkbuf_1	82
a211oi_1	2
o211ai_1	2
a21o_1	13
o21a_1	5
dfrtp_1	96
xnor2_1	67
o22ai_1	1
xor2_1	20
a2111oi_0	1
a211oi_2	1
[worst paths after layout]
check                          endpoint             start  depth (start not counted)  slack [ns]
min in group asynchronous  r_result[28]             reset                          2        2.91
hold / removal              r_result[0]       r_result[0]                          1        0.52
hold reg to reg             r_result[0]       r_result[0]                          1        0.52
max in group asynchronous   r_weight[5]             reset                          3       10.96
setup / recovery           r_result[28]  weight_north[17]                         23        4.65
setup reg to reg           r_result[28]      r_result[18]                         21        7.75
[layout make-up]
class / instances / share of cell area, %
Sequential cell: 96 / 10.85
Multi-Input combinational cell: 1291 / 66.22
Clock buffer: 10 / 1.034
Timing Repair Buffer: 198 / 8.535
Tap cell: 846 / 4.782
Clock inverter: 6 / 0.2713
Inverter: 489 / 8.304
[registers in the layout (all words and copies together) (netlist names)]
name	cells
r_activation	32
r_weight	32
r_result	32
