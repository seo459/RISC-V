[flow/design.v]
module PC #
(
    parameter ADDR_WIDTH = 32
)
(
    input wire clk,
    input wire sel,
    input wire [ADDR_WIDTH -1 : 0] PC_pc4,
    input wire [ADDR_WIDTH -1 : 0] PC_jump,
    output reg [ADDR_WIDTH -1 : 0] PC_out
);
    always @(*) begin
        if(sel == 1'b1) begin
            PC_out = PC_jump;
        end
        else begin
            PC_out = PC_pc4;  
        end
    end
endmodule
[flow/run.sh]
#!/bin/bash
# OpenROAD 26Q1-2900-gdf79404cd8, Yosys 0.63+post, stock flow scripts
make -C /OpenROAD-flow-scripts/flow DESIGN_CONFIG=/design/flow/config.mk WORK_HOME=/design/flow/orfs finish
[flow/config.mk]
export PLATFORM = sky130hd
export DESIGN_NAME = PC
export DESIGN_NICKNAME = PC
export VERILOG_FILES = /design/flow/design.v
export SDC_FILE = /design/flow/constraint.sdc
export NUM_CORES = 4
export LEC_CHECK = 1
export CORE_AREA = 10 10 71 71
export DIE_AREA = 0 0 81 81
[flow/constraint.sdc]
current_design PC

set clk_period 1.0
set clk_io_pct 0.2

create_clock -name clk0 -period $clk_period

set non_clock_inputs [all_inputs -no_clocks]
set_input_delay [expr $clk_period * $clk_io_pct] -clock clk0 $non_clock_inputs
set_output_delay [expr $clk_period * $clk_io_pct] -clock clk0 [all_outputs]
==> flow_summary.ini <==
; implementation run metrics
[status]
run_status = finished with violations
violations = setup timing

[setup_path]
crit_path_max_fanout = 6
timing.critical_path.from_type = primary input
critPathArrivalTime_ns = 0.99
critical_path.endpoint_type = primary output
worstPathCellList = buf_12 > buf_12 > buf_4 > mux2_4 > buf_6
slowest_delay_ns = 0.29
worst-endpoint-required_ns = 0.80
critical_path_class = in2out
crit_path_most_repeated_cell = buf_12
critical_path.slowest_cell = mux2_4

[drt]
detailedRoute.firstIterationViolations = 3
first_pass_iters = 2
post_dr_vias_cell = 3.75
met2_length_mm = 1.41
post_drt_wl_per_cell_um = 15.3
num_antenna_cells = 0
postRouteWirelength_mm = 2.83
vias = 694
drt_drc_violations_left = 0
ant_nets = 0
highest_layer = met3
routed-wl-met3_um = 300
route.layer.met1.wl_mm = 1.12

[final_layout]
seqCellArea_um2 = 0
layout.area.comb_um2 = 473
stdcell_area_mm2 = 0.00159
growth_of_design_area_from_synthesis_to_finish_pct = 192
final_layout_top_logic_cells = 51 x dlygate4sd2_1, 30 x mux2_4, 23 x buf_6, 9 x dlymetal6s2s_1, 9 x buf_2
flop_count = 0
drive_gt1_frac = 0.533
n_clock_buffer = 0
fillerInstances = 358
mostFrequentLayoutCell = dlygate4sd2_1

[timing]
min_period_ns = 1.19
final.setup.tns_ns = -3.08
setup_viol = 32
holdWs_ns = 0.691
finalHoldViolCount = 0
max_freq_mhz = 844
rsz0062_at_grt = yes
timing.final.crit_share = 1.19
final_critical_path_setup_slack_ns = -0.185
worst_slew_margin_rel = 0.944
report.final.slew_viol_count = 0
max_slew.worst_pin.slew_ns = 0.0837

[global_route]
grt_use_total = 0.0742
grt_start_max_net_pins = 11
grt_pass1_vias = 717
wire_length_of_the_first_global_routing_pass_mm = 3.95
congestion_overflow_gr = 0
antenna_found_initial = 0

[yosys]
synth_area_um2 = 544
postSynthSeqShare = 0
postSynthAreaPerCell_um2 = 15.1
netlist_top_cells_area = mux2_4 83%, buf_12 11%, mux2_2 4.1%
yosysWarnings = 1
yosys.area.top_type_share = 0.828
synth_cells = 36
synthDominantAreaCellType = mux2_4
number_of_standard_cells_reported_by_yosys = 36
ys_area_um2 = 544
synth_cell_type_count = 4

[pwr]
power.ir.vdd_worst_uv = 147
total_leakage_power_nw = 0.905
power.density_cell_area_mw_per_mm2 = 391
fin_total_pwr_w = 0.000621

[floorplan]
die.size.x_um = 81
fp_util = 0.150
io-pin-count = 98
core_region_area_mm2 = 0.00363
design.die.area_mm2 = 0.00656
std_cell_rows = 22
floorplan.die.height_um = 81

[place]
dp_worst_setup_slack_ns = -0.527
place_congestion = 0.861
port-buffer-count = 97
dp.final_hpwl_mm = 2.55
postPlaceCellArea_mm2 = 0.00156

[worst_hold_path]
hold_path_startpoint = PC_jump[29]
worst_hold_class = in2out
worst_hold_path.endpoint = PC_out[29]
whs_path_depth = 3

[flow_run]
max_cap_viol_count = 0
log_warnings = 35
## metrics by stage
stage,instances,utilization
2_1_floorplan,36,-
3_3_place_gp,180,0.429
3_5_place_dp,180,0.429
4_1_cts,184,0.412
5_1_grt,185,0.437
6_report,185,0.437
## worst max-delay path by stage
stage	from	endpoint	depth (start not counted)
6_report	sel	PC_out[25]	5
4_1_cts	sel	PC_out[25]	5
5_1_grt	sel	PC_out[25]	5
## cell families (layout without fill, tap and decap cells)
kind of cell / after synthesis / after routing / share of synthesized area
mux: 32 / 32 / 0.869
buf+inv: 4 / 105 / 0.131
## metal layers
| layer | vias up | global-route usage |
|---|---|---|
| li1 | 338 | - |
| met1 | 306 | 0.100 |
| met2 | 50 | 0.119 |
| met3 | 0 | 0.0256 |
| met4 | 0 | 0 |
| met5 | - | 0 |
## timing repair
| item | CTS | global route |
|---|---|---|
| resized | 169 | 19 |
| setup endpoints to repair | 32 | 32 |
| hold buffers | 0 | 0 |
| gates cloned | 1 | 0 |
| setup buffers | 3 | 1 |
| hold endpoints to repair | 0 | 0 |
## synthesized netlist by cell type (all sizes together)
cell type   n
buf         4
mux2       32
## report_power, final
| group | internal [W] | total [W] | switching, W |
|---|---|---|---|
| registers | 0 | 0 | 0 |
| clock network | 0 | 0 | 0 |
| logic | 0.000483 | 0.000621 | 0.000138 |
| total | 0.000483 | 0.000621 | 0.000138 |
## final cells by class
cell class	count	share of cell area
Multi-Input combinational cell	32	0.298
Timing Repair Buffer	105	0.665
Tap cell	48	0.0378
## worst max-delay path, delay by kind of cell
| kind | cells | cell delay, ns |
|---|---|---|
| buf+inv | 4 | 0.49 |
| mux | 1 | 0.29 |
